<file path="flow/config.mk">
export PLATFORM = sky130hd
export DESIGN_NAME = Counter
export DESIGN_NICKNAME = Counter
export VERILOG_FILES = /design/flow/design.v
export SDC_FILE = /design/flow/constraint.sdc
export NUM_CORES = 4
export LEC_CHECK = 1
export CORE_AREA = 10 10 70 70
export DIE_AREA = 0 0 80 80
export SYNTH_HDL_FRONTEND = slang
</file>
<file path="flow/constraint.sdc">
current_design Counter

set clk_period 2.3
set clk_io_pct 0.2

create_clock -name clk0 -period $clk_period [get_ports {clk}]

set non_clock_inputs [all_inputs -no_clocks]
set_input_delay [expr $clk_period * $clk_io_pct] -clock clk0 $non_clock_inputs
set_output_delay [expr $clk_period * $clk_io_pct] -clock clk0 [all_outputs]
</file>
<file path="flow/design.v">
module RAM(clk,read_address,write_address,write,din,dout);
  parameter data_width = 32; 
  parameter addr_width = 4;
  parameter filename = "fib21.txt";
  input clk;
  input [addr_width-1:0] read_address, write_address;
  input write;
  input [data_width-1:0] din;
  output [data_width-1:0] dout;
  reg [data_width-1:0] dout;
  reg [data_width-1:0] mem [2**addr_width-1:0];
  initial $readmemb(filename, mem);
  always @ (posedge clk) begin
    if (write)
      mem[write_address] <= din;
    dout <= mem[read_address];  
  end 
endmodule
module Counter(clk,rst,out) ;
	parameter n = 8;
  input rst, clk ;  
  output [n-1:0] out ;
  reg    [n-1:0] next ;
  vDFF #(n) count(clk, next, out) ;
  always@(rst) begin
    case(rst)
      1'b1: next = 0 ;
      1'b0: next = out+1 ;
    endcase
  end
endmodule
module vDFF(clk, in, out) ;
  parameter n = 1;   
  input clk ;
  input [n-1:0] in ;
  output [n-1:0] out ;
  reg [n-1:0] out ;
  always @(posedge clk)
    out = in ;
endmodule
module Mux4(a0, a1, a2, a3, s, b);
  parameter k = 1;
  input [k-1:0] 	a0, a1, a2, a3;
  input [1:0]		s;  
  output [k-1:0]	b;
  reg [k-1:0] b;
  always @(*) begin
	case(s)
	  2'b00: b=a3;
	  2'b01: b=a2;
	  2'b10: b=a1;
	  2'b11: b=a0;
	  default b=15'bxxxxxxxxxxxxxxx;
	endcase
  end
endmodule	
</file>
<file path="flow/run.sh">
#!/bin/bash
# OpenROAD 26Q1-2900-gdf79404cd8, Yosys 0.63+post, stock flow scripts
make -C /OpenROAD-flow-scripts/flow DESIGN_CONFIG=/design/flow/config.mk WORK_HOME=/design/flow/orfs finish
</file>
==> qor.yml <==
outcome:
  status: "finished clean"
sta:
  rsz0062_at_grt: "no"
  setup_ws_ns: 0.644
  worstMarginPinSlew_ns: 0.309
  finalSetupTns_ns: 0
  setup_viol: 0
  finalHoldViolCount: 0
  min_period_ns: 1.66
  hold_slack_ns: 0.475
  fmaxAchievable_ghz: 0.604
  final-max-slew-violation-count: 0
  fin_crit_sh: 0.720
  worst_clock_skew_ns: 0.000261
  relSlewSlack: 0.793
pwr:
  vdd_ir_drop_max_uv: 124
  combPwrFrac: 0.071
  p_switching_mw: 0.0567
  p_clk_frac: 0.384
  pwr-share-seq: 0.545
  p_leak_nw: 0.145
  p_sw_frac: 0.208
  p_per_area_nw_per_um2: 576
  power_mw: 0.273
  intPower_mw: 0.216
synthesis:
  ys_chip_area_um2: 307
  yosysCellCount: 33
  syn_area_um2: 307
  synth_warnings: 0
  ys.flops: 8
  ys_types: 14
  synthCells: 33
  syn_avg_cell_area_um2: 9.29
  ys_seq_frac: 0.522
floorplanning:
  rows: 21
  die-area_um2: 6400
  fp-utilization: 0.0897
  dieHeight_um: 80
  core_area_um2: 3420
  ios: 10
  die_x_um: 80
clock_tree:
  cts_made_buffers: 3
  cts_resized: 0
  worst_skew_pair.late_latency_ns: 0.25
  post_cts_buffers: 0
  root_buffer: "clkbuf_4"
  clk_pin_slew_ns: 0.05
  clock_sinks: 8
  clock_tree.buffer_depth: 2
  cts_tree: "done"
  cts-htree-levels: 1
  cts_hold_buf: 0
layout:
  layout-drive-gt1-share: 0.0909
  finalNonFillerCells: 90
  syn_to_final_growth_pct: 54.3
  post-route-util: 0.138
  largest_register_ffs: 8
  fin_area_um2: 473
routing:
  antenna_cells: 0
  drtIter0Drc: 8
  ant_nets: 0
  drtPass1Iterations: 2
  wirelength_um: 730
  drc_errors: 0
  viasPerCell: 2.89
  wl_per_cell_um: 8.11
  vias: 260
global_route:
  grt_antenna_before_repair: 0
  grt_max_degree: 9
  grt_pass1_wl_um: 1140
  grt_pass1_vias: 244
  grt_usage: 0.0237
  gr-total-overflow: 0
place:
  place_congestion: 0.659
  dp.cells: 87
  port-buffer-count: 9
  place_area_um2: 450
  dpl.hpwl_um: 569
  pre_cts_ws_ns: 0.916
critical_path:
  crit_buf_inv: 1
  cpPeakStageDelay_ns: 0.51
  end_kind: "primary output"
  cp_max_fo: 6
  crit_type: "reg2out"
  required_ns: 1.84
  worst_setup_path_start_kind: "register"
  path_cells: "clkdlybuf4s50_1"
  critical-path-top-delay-family: "buffers and inverters"
  crit_path_top_delay_cell: "clkdlybuf4s50_1"
  crit_arrival_ns: 1.20
run:
  drv_cap: 0
  tool_warnings: 25
worst_hold_path:
  min_path_type: "reg2reg"
-- worst reg2reg max path, delay by kind of cell (launching register included) --
family                   cells  cell delay (ns)
flip-flops                   1             0.39
AND-OR/OR-AND                1             0.14
AND/OR/NAND/NOR              2             0.43
adder cells (fa/ha/maj)      1             0.23
-- power groups by stage --
stage	registers (mW)	logic [mW]	clock network (mW)
4_1_cts	0.149	0.0199	0.109
5_1_grt	0.150	0.0220	0.121
6_report	0.149	0.0193	0.105
-- cells in the mapped netlist --
| cell type | n | area (um2) |
|---|---|---|
| or3_1 | 3 | 18.8 |
| nand4_1 | 1 | 6.26 |
| nand3_2 | 1 | 10.0 |
| o21ai_0 | 3 | 15.0 |
| nor2_1 | 4 | 15.0 |
| dfxtp_1 | 8 | 160 |
| xor2_1 | 2 | 17.5 |
| a21oi_1 | 3 | 15.0 |
| xnor2_1 | 1 | 8.76 |
| nand3_1 | 2 | 10.0 |
| ha_1 | 1 | 12.5 |
| nand2_1 | 2 | 7.51 |
| nor2b_1 | 1 | 6.26 |
| clkbuf_1 | 1 | 3.75 |
-- routing by layer --
metal	share of wire	track usage	vias up
li1	-	-	138
met5	0	0	-
met2	0.36	0.0297	12
met4	0	0.00176	0
met1	0.40	0.0228	110
met3	0.24	0.0341	0
-- final cells by class --
class                   instances  area [um2]
well taps                      46        57.6
repair buffers                  9        90.1
clock buffers                   3        22.5
fillers                       394        2940
flip-flops and latches          8         160
multi-input cells              24         143
-- layout by cell type (no fill, tap or decap) --
cell,Yosys,final
nand2_1,2,2
a21oi_1,3,3
dfxtp_1,8,8
nor2_1,4,4
nand3_2,1,1
xor2_1,2,2
clkbuf_4,0,3
nand3_1,2,2
xnor2_1,1,1
nand4_1,1,1
ha_1,1,1
clkdlybuf4s50_1,0,9
or3_1,3,3
nor2b_1,1,1
o21ai_0,3,3
-- kinds of logic (layout without fill, tap and decap cells) --
family,Yosys count,in the layout,share of synthesized area
AOI/OAI and AO/OA,6,6,0.0979
xor gates and xnor gates,3,3,0.0857
adders and majority gates,1,1,0.0408
buffers and inverters,1,12,0.0122
DFF,8,8,0.522
and+or+nand+nor,14,14,0.241
-- path summary, 6_finish.rpt --
| check | start | to | slack, ns | depth (start not counted) |
|---|---|---|---|---|
| max | count.out[3]$_SDFF_PP0_ | out[3] | 0.64 | 1 |
| min | count.out[0]$_SDFF_PP0_ | count.out[0]$_SDFF_PP0_ | 0.47 | 1 |
| max reg2reg | count.out[0]$_SDFF_PP0_ | count.out[6]$_SDFF_PP0_ | 1.04 | 4 |
| min reg2reg | count.out[0]$_SDFF_PP0_ | count.out[0]$_SDFF_PP0_ | 0.47 | 1 |
Power and IR drop assume default switching activity.
