--- /design/flow/config.mk ---
export PLATFORM = sky130hd
export DESIGN_NAME = pcram
export DESIGN_NICKNAME = pcram
export VERILOG_FILES = /design/flow/design.v
export SDC_FILE = /design/flow/constraint.sdc
export NUM_CORES = 4
export LEC_CHECK = 1
export CORE_UTILIZATION = 50
export SYNTH_HDL_FRONTEND = slang
--- /design/flow/constraint.sdc ---
current_design pcram

set clk_period 137.9
set clk_io_pct 0.2

create_clock -name clk0 -period $clk_period [get_ports {clk}]

set non_clock_inputs [all_inputs -no_clocks]
set_input_delay [expr $clk_period * $clk_io_pct] -clock clk0 $non_clock_inputs
set_output_delay [expr $clk_period * $clk_io_pct] -clock clk0 [all_outputs]
--- /design/flow/run.sh ---
#!/bin/bash
# OpenROAD 26Q1-2900-gdf79404cd8, Yosys 0.63+post, stock flow scripts
make -C /OpenROAD-flow-scripts/flow DESIGN_CONFIG=/design/flow/config.mk WORK_HOME=/design/flow/orfs finish
--- /design/flow/design.v ---
module RAM(clk,read_address,write_address,write,din,dout);
  parameter data_width = 32; 
  parameter addr_width = 4;
  parameter filename = "fib21.txt";
  input clk;
  input [addr_width-1:0] read_address, write_address;
  input write;
  input [data_width-1:0] din;
  output [data_width-1:0] dout;
  reg [data_width-1:0] dout;
  reg [data_width-1:0] mem [2**addr_width-1:0];
  initial $readmemb(filename, mem);
  always @ (posedge clk) begin
    if (write)
      mem[write_address] <= din;
    dout <= mem[read_address];  
  end 
endmodule
module Counter(clk,rst,out) ;
	parameter n = 8;
  input rst, clk ;  
  output [n-1:0] out ;
  reg    [n-1:0] next ;
  vDFF #(n) count(clk, next, out) ;
  always@(rst) begin
    case(rst)
      1'b1: next = 0 ;
      1'b0: next = out+1 ;
    endcase
  end
endmodule
module vDFF(clk, in, out) ;
  parameter n = 1;   
  input clk ;
  input [n-1:0] in ;
  output [n-1:0] out ;
  reg [n-1:0] out ;
  always @(posedge clk)
    out = in ;
endmodule
module Mux4(a0, a1, a2, a3, s, b);
  parameter k = 1;
  input [k-1:0] 	a0, a1, a2, a3;
  input [1:0]		s;  
  output [k-1:0]	b;
  reg [k-1:0] b;
  always @(*) begin
	case(s)
	  2'b00: b=a3;
	  2'b01: b=a2;
	  2'b10: b=a1;
	  2'b11: b=a0;
	  default b=15'bxxxxxxxxxxxxxxx;
	endcase
  end
endmodule	
module pcram(LERBout, datapath_out, clk, loadpc, reset, mwrite, msel, loadir, IRout);
	input loadpc, reset, msel, loadir, mwrite, clk;
	input [15:0] LERBout, datapath_out;
	wire [7:0] PCout, counterOut, loadpcMuxOut, resetMuxOut, addr;
	wire [15:0] mdata;
	output [15:0] IRout;
	Mux2 #(8) loadpcMux(PCout + 1'b1, PCout, loadpc, loadpcMuxOut);
	Mux2 #(8) resetMux(8'b00000000, loadpcMuxOut, reset, resetMuxOut);
	vDFF #(8) PC(clk, resetMuxOut, PCout);
	Mux2 #(8) mselMux(datapath_out[7:0], PCout, msel, addr);
	RAM #(16, 8) memory(clk, addr, addr, mwrite, LERBout, mdata);
	vDFFE #(16) IR(clk, loadir, mdata, IRout);
endmodule
module register(writenum, write, data_in, clk, readnum, data_out, R0out);
	input [2:0] writenum, readnum; 
	input write, clk;
	input [15:0] data_in;
	output [15:0] data_out, R0out;
	wire [7:0] writenumOH, readnumOH;
	wire [15:0] R0out, R1out, R2out, R3out, R4out, R5out, R6out, R7out;
	decoder #(3, 8) writenumDEC(writenum, writenumOH);
	decoder #(3, 8) readnumDEC(readnum, readnumOH);
	vDFFE #(16) R0(clk, writenumOH[0] & write, data_in, R0out);
	vDFFE #(16) R1(clk, writenumOH[1] & write, data_in, R1out);
	vDFFE #(16) R2(clk, writenumOH[2] & write, data_in, R2out);
	vDFFE #(16) R3(clk, writenumOH[3] & write, data_in, R3out);
	vDFFE #(16) R4(clk, writenumOH[4] & write, data_in, R4out);
	vDFFE #(16) R5(clk, writenumOH[5] & write, data_in, R5out);
	vDFFE #(16) R6(clk, writenumOH[6] & write, data_in, R6out);
	vDFFE #(16) R7(clk, writenumOH[7] & write, data_in, R7out);
	Mux8 #(16) mux8_0(R0out, R1out, R2out, R3out, R4out, R5out, R6out, R7out, readnumOH, data_out);
endmodule
module vDFFE(clk, load, in, out);
	parameter n = 1;  
	input clk, load;
	input 	[n-1:0] in;
	output 	[n-1:0] out;
	reg		[n-1:0] out;
	wire	[n-1:0] next_out;
	assign next_out = load ? in : out;
	always @(posedge clk)
		out = next_out;	
endmodule
module Mux2(a0, a1, s, b);
	parameter k = 1;
	input [k-1:0] 	a0, a1;  
	input 			s;  
	output [k-1:0]	b;
	wire [k-1:0] b = s ? a0 : a1;
endmodule
module Mux8(a0, a1, a2, a3, a4, a5, a6, a7, s, b);
	parameter k = 1;
	input [k-1:0] 	a0, a1, a2, a3, a4, a5, a6, a7;
	input [7:0]		s;  
	output [k-1:0]	b;
	wire [k-1:0] b = ({k{s[0]}} & a0) |
					 ({k{s[1]}} & a1) |
					 ({k{s[2]}} & a2) |
					 ({k{s[3]}} & a3) |
					 ({k{s[4]}} & a4) |
					 ({k{s[5]}} & a5) |
					 ({k{s[6]}} & a6) |
					 ({k{s[7]}} & a7) ;
endmodule
module decoder(a, b);
	parameter n = 2;
	parameter m = 4;
	input 	[n-1:0] a;
	output 	[m-1:0] b;
	wire [m-1:0] b = 1<<a;
endmodule
==> impl_metrics.json <==
{
  "grt_pass1_vias": 82950,
  "fill_cells": 22390,
  "period_used_share": 0.2548,
  "die_w_um": 563.5,
  "yosysChipArea_um2": 157700,
  "cts_sinks": 4136,
  "wirelength_mm": 399.4,
  "synth.cell_area_um2": 157700,
  "hold_viol": 0,
  "avgSynthCellArea_um2": 19.79,
  "ys_ff": 4136,
  "clk_pin_slew_ns": 0.06,
  "gp_congestion": 0.9023,
  "wl_per_cell_um": 30.81,
  "ff_type": "edfxtp_1",
  "clk_path_buf_depth": 4,
  "cts_setup_buffers": 0,
  "h-tree-depth": 5,
  "routed-via-count": 78410,
  "async_flop_share": 0,
  "hp-class": "reg -> reg",
  "placementRows": 205,
  "p_total_w": 0.002632,
  "track_usage": 0.2870,
  "skew_ns": 0.06793,
  "drv_slew": 0,
  "final_util": 0.5718,
  "hpwlAfterDp_mm": 237.0,
  "finalWorstSetupSlack_ns": 102.76,
  "lay_top_count": "edfxtp_1",
  "via_per_inst": 6.047,
  "ys_seq_share": 0.7863,
  "required_ns": 138.72,
  "ys_cells": 7965,
  "grt_max_degree": 93,
  "power_density_nw_per_um2": 14.72,
  "postRouteAntennaNets": 0,
  "crit_path_max_fanout": 53,
  "final_cell_mix": "edfxtp_1, mux2i_1, o22ai_1",
  "cap_violations": 0,
  "first_pass_iters": 5,
  "max-vdd-ir-drop_mv": 0.01323,
  "ys_types": 42,
  "syn_inst": 7965,
  "worstPathArrival_ns": 35.96,
  "tightest_slew_ns": 1.104,
  "layout-drive-gt1-share": 0.1813,
  "max_freq_mhz": 28.46,
  "ios": 54,
  "edf_count": 4112,
  "io_buffers": 45,
  "initCoreUtil": 0.5042,
  "overflow": 0,
  "cts_root_buf": "clkbuf_16",
  "drt_iter0_drc": 5062,
  "period_needed_ns": 35.14,
  "cts_tree": "done",
  "yosys_warnings": 0,
  "tool_warnings": 34,
  "tns_ns": 0,
  "cts_resized": 0,
  "p_leak_nw": 57.25,
  "hold_buffers": 0,
  "crit_path_end_kind": "flip-flop",
  "cts_made_buffers": 415,
  "post-place-ws_ns": 101.62,
  "grt_pass1_wl_mm": 575.1,
  "core_area_um2": 312700,
  "synthToLayoutAreaGrowth_pct": 13.39,
  "die-height_um": 563.5,
  "clock_latency_ns": 0.96,
  "path_class": "in -> reg",
  "die-area_um2": 317600,
  "start_kind": "primary input",
  "setup_viol": 0,
  "route.detailed.drc": 0,
  "slew-limit-headroom": 0.2541,
  "rsz0062_at_grt": "false",
  "status": "complete, no violations",
  "antenna_found_initial": 25
}
[through the flow]
stage                     hold slack (ns)  instance area, µm²  instances
after floorplan                    0.3855              157700       7965
after global placement             0.3891              165600      12190
after detailed placement           0.3887              165600      12190
after CTS                          0.3987              178700      12950
after global routing               0.4021              178700      12960
final                              0.3908              178800      12970
[critical path, cell delays in order]
cell             delay [ns]
clkdlybuf4s50_1        0.68
mux2_8                 0.67
buf_4                  0.61
buf_4                  0.59
buf_4                  0.62
buf_4                  0.62
buf_4                  0.55
buf_4                  0.58
buf_4                  0.59
buf_4                  0.73
mux2i_1                0.27
o22ai_1                0.13
o41ai_1                0.36
buf_4                  0.24
nand4_1                0.50
and4_1                 0.47
[sequential cells by signal, summed over array words and instances, names as in the netlist]
signal and cells:
PC.out 8, memory.dout 16, IR.out 16, memory.mem 4096
[cells in the mapped netlist, types with 5 or more instances]
master,instances,share of area
a22oi_1,128,0.0061
nand4_1,107,0.0042
buf_4,16,0.00076
clkbuf_1,217,0.0052
buf_6,19,0.0014
buf_1,15,0.00036
nor3_1,40,0.0013
o41ai_1,160,0.0089
dfxtp_1,24,0.0030
nand3_1,16,0.00051
nor3b_1,5,0.00024
buf_2,225,0.0071
o22ai_1,640,0.025
and4_1,16,0.00089
nor2_1,227,0.0054
mux2i_1,1283,0.081
edfxtp_1,4112,0.78
nand2_1,188,0.0045
a21oi_1,101,0.0032
mux4_2,384,0.055
[logic make-up after synthesis]
kind of cell    share of synthesized area
flops                              0.7863
mux                                0.1365
compound gates                    0.04430
simple gates                      0.01777
buf+inv                           0.01483
xor+xnor                        0.0002778
fa+ha+maj                      0.00007935
[layer usage]
layer,part of all wire,up-vias,global-route usage
li1,-,34090,-
met1,0.33,39450,0.3823
met2,0.47,4196,0.4092
met3,0.17,651,0.2052
met4,0.032,28,0.07284
met5,0.0014,-,0.008929
[power by group]
part | internal, W | switching [W] | total [W]
combinational | 0.0000574 | 0.000105 | 0.000163
sequential | 0.00139 | 0.00000167 | 0.00139
clock | 0.000618 | 0.000464 | 0.00108
total | 0.00206 | 0.000571 | 0.00263
[cell type report]
type	count	area, µm²	share of cell area
flip-flops and latches	4136	124000	0.6934
multi-input cells	3335	31850	0.1782
clock buffers	515	10820	0.06054
well taps	4140	5180	0.02898
repair buffers	579	4597	0.02571
clock inverters	246	2317	0.01296
diodes	14	35.03	0.0001960
inverters	2	7.507	0.00004199
[final timing paths]
| kind | cells past startpoint | to | from | slack (ns) |
|---|---|---|---|---|
| hold reg to reg | 0 | IR.out[7]$_DFFE_PP_ | memory.dout[7]$_DFF_P_ | 0.39 |
| hold / removal | 0 | IR.out[7]$_DFFE_PP_ | memory.dout[7]$_DFF_P_ | 0.39 |
| setup reg to reg | 15 | memory.dout[1]$_DFF_P_ | PC.out[0]$_SDFFE_PP0P_ | 129.69 |
| setup / recovery | 16 | memory.dout[1]$_DFF_P_ | datapath_out[0] | 102.76 |
